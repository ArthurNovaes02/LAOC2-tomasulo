**/design/flow/design.v**
```verilog
module adders(Clock, CDB, reg1, reg2, OP);
  input wire Clock;                         
  input wire [15:0] reg1, reg2;   
  input wire OP;                            
  output reg [15:0] CDB;                   
  reg [1:0]latencia;
  initial begin
    latencia = 2'b00;
  end
  always @(posedge Clock) begin
    latencia = latencia + 1'b1;
    case (OP)
      1'b0:
        if(latencia == 2'b10)begin
          CDB <= reg1 + reg2; 
          latencia = 2'b00;
        end
      1'b1:
        if(latencia == 2'b10)begin
          CDB <= reg1 - reg2; 
          latencia = 2'b00;
        end
    endcase
  end  
endmodule
```
**/design/flow/run.sh**
```bash
#!/bin/bash
# OpenROAD 26Q1-2900-gdf79404cd8, Yosys 0.63+post, stock flow scripts
make -C /OpenROAD-flow-scripts/flow DESIGN_CONFIG=/design/flow/config.mk WORK_HOME=/design/flow/orfs finish
```
**/design/flow/config.mk**
```make
export PLATFORM = sky130hd
export DESIGN_NAME = adders
export DESIGN_NICKNAME = adders
export VERILOG_FILES = /design/flow/design.v
export SDC_FILE = /design/flow/constraint.sdc
export NUM_CORES = 4
export LEC_CHECK = 1
export CORE_AREA = 10 10 96 96
export DIE_AREA = 0 0 106 106
```
**/design/flow/constraint.sdc**
```tcl
current_design adders

set clk_period 15.4
set clk_io_pct 0.2

create_clock -name clk0 -period $clk_period [get_ports {Clock}]

set non_clock_inputs [all_inputs -no_clocks]
set_input_delay [expr $clk_period * $clk_io_pct] -clock clk0 $non_clock_inputs
set_output_delay [expr $clk_period * $clk_io_pct] -clock clk0 [all_outputs]
```
==> commit_impl_results.txt <==
Add synthesis and place-and-route results

* Result of the run: finished clean
- Via total after detailed routing: 1286
- In the layout the commonest cells are clkdlybuf4s50_1, xnor2_1, nor2_1.
* Worst R2R Start: latencia[0]$_SDFF_PN0_
- The worst-case IR drop observed on VDD is ~0.000022 V.
* Crit path DRT: 15.40 ns
- For this run, the number of Yosys warnings is 1.
* Final number of hold-violating endpoints: 0
- Vias per cell: 4.02
- Width of the die: between 100 and 150 um
- Reg2Reg Setup Slack: roughly 14 ns
- Length in cells of the worst reg-to-reg path: 1
- P per Cell Area: ~67 nW/um2
- The script reports the combined buffer and inverter count of the critical path as 2.
* Transition time of the tightest slew-check pin: 0.703 ns
- Based on the critical path, the design can be clocked at up to 168 MHz.
- In this design, the stage delay of the slowest critical-path cell is between 0.4 and 0.5 ns.
- In this run the worst hold path is classified as reg2reg.
- The startpoint identified for the worst hold timing path is latencia[0]$_SDFF_PN0_.
- Post-synthesis cell count from yosys: 170
- Fraction of the cycle the final worst path needs: 38.6%
- Post-detailed-route DRC marker count: 0
- The CTS report gives the tree buffer count as 3.
* Number of routed nets with antenna violations: 0
- Per the OpenROAD floorplan log, the height of the die is 106 um.
- For the worst setup path, the data arrival time is 5.94 ns.
- I/O pin count: 50
* Number of maximum-capacitance constraint violations: 0
* Number of failing setup endpoints in the final timing report: 0
* Die footprint: between 10000 and 15000 um2
- The chip area line in the Yosys stat output reads 1580 um2.
* Standard cell area after detailed placement: 2190 um2
* Hold path depth: 1
- Highest net fanout along the worst path: 3
- The routed design shows a wire length per standard cell of 11.7 um.
* Leading area contributor after synthesis: edfxtp_1
- Share of layout cells above drive strength 1: 3.17%
- Quantity of gates resized following cts: 0
- Per the CTS log, the buffer count on the longest clock path is 2.
* CTS H-Tree Depth: 1
* Final design area excluding fillers: between 2000 and 2500 um2
- The violation tally recorded at the end of detailed-routing iteration 0 is 44.
* Top cell family by delay on the critical path: AND-OR/OR-AND gates
- Number of inserted diodes: 0
- 1st-pass router iterations: 4
- Headroom to the max-slew limit came out at 53.1%.
- The via count of the first global-routing pass came to 1330.
- Initial antenna violation count: 0
- Entering global routing, the biggest net connects 17 pins.
* Clock tree skew after final layout: roughly 0.006 ns
- Including well taps, the total number of placed cells is 316.
- Setup TNS Final: 0 ns
- The script extracted a total leakage power of 0.828 nW.
- OpenSTA lists the critical path startpoint as reg2[0].
- For the finished layout, the period the worst path requires is 5.94 ns.
- Count of mapped cells out of synthesis: 170
* Final count of pins violating max slew: 0
- Pre-placement core utilization: 21.9%
* Number of register bits inferred by synthesis: 18
* Reg-to-Reg End: CDB[7]$_DFFE_PP_
* Most frequent logic cell in the layout: clkdlybuf4s50_1
- Core area: 7210 um2
* Clock slew at reported path FFs: 0.06 ns
* Setup repair after global routing missed its margin: no
* Hold Crit Endpoint: latencia[0]$_SDFF_PN0_
- Area leader share: 30.4%
- Row generation in the floorplan step produced 31 rows.
- The largest individual stage delay along the critical path comes from the cell clkdlybuf4s50_1.
- The later pin in the worst-skew pair is clocked with a latency of 0.24 ns.
* TritonCTS clock tree: yes
* Element type at the critical path start: primary input
- CP Class: in2reg
- Number of warning messages in the logs: 26
- From synthesis to final layout, the design area changed by 41.3%.
* Unique masters post-synth: 35
- The report lists the cells along the critical path as clkdlybuf4s50_1 > inv_1 > ha_1 > nand2b_1 > or4_1 > nor3_1 > a21oi_1 > xnor2_1 > ha_1 > a21oi_1 > o21ai_0 > a21o_1 > a21o_1 > a41oi_1 > xnor2_1.
* Worst slack on hold paths: 0.457 ns
- Summed instance area of the synthesized netlist: 1580 um2
* Wire length of the first global-routing pass: around 6300 um
- Global routing used 6.73% of the available tracks.
* Cell types occupying the most area after synthesis: edfxtp_1, ha_1, xnor2_1, a21oi_1, nor2_1
* Routed Wire Length: 3730 um
* Sequential-to-total area share from yosys stat: 33.0%
- Post-layout power: 0.000150 W
- Quantity of I/O buffers inserted on ports: 49
* Clock root buffer master: clkbuf_8
* Kind of capture point of the worst setup path: flip-flop
- The finished layout holds 320 standard cells, fillers aside.
- In the placement report, post-DP HPWL is listed as 3350 um.
- Per the GRT congestion report, total overflow comes to 0.
* TritonCTS Sinks: 18
- Average cell area after synthesis: 9.29 um2
- For this design, the CTS-stage hold fixing added 0 buffers.
- The number of setup buffers added after CTS is 0.
* Last weighted congestion value of the routability-driven placer: 0.884
[how the worst max path moves through the flow]
stage              endpoint  slack (ns)  cells past startpoint
6_report  CDB[15]$_DFFE_PP_        9.46                     15
5_1_grt   CDB[15]$_DFFE_PP_        9.20                     15
4_1_cts   CDB[15]$_DFFE_PP_        9.44                     15
[cell usage after synthesis]
cell,n
edfxtp_1,16
and4bb_2,1
nor2b_1,3
nor3_1,4
nand4b_1,1
nand4_1,1
a211oi_2,1
o311ai_0,1
o22ai_1,1
a21o_1,4
nand3_1,3
inv_1,11
o21a_1,2
o21ai_0,8
a21oi_1,19
xor2_1,4
a41oi_1,1
ha_1,18
and3_1,1
nor2_1,21
nor3b_2,1
nand2b_1,4
and2b_1,1
or3_1,1
xnor2_1,23
clkbuf_1,2
o22a_1,1
mux2i_1,1
or4_1,1
fa_1,1
o211ai_1,2
nand2_1,4
dfxtp_1,2
nor4_2,1
a31oi_1,4
[where the power goes]
group          leakage (nW)  internal (W)  switching [W]   total, W
clock network        0.0228     0.0000183      0.0000132  0.0000315
registers             0.160     0.0000567              0  0.0000567
logic                 0.645     0.0000316      0.0000305  0.0000620
total                 0.828      0.000107      0.0000437   0.000150
[sequential cells by signal (all words and copies together) (netlist names)]
signal and flops:
latencia 2, CDB 16
[per-stage QoR]
| step | utilization, % | worst slack [ns] |
|---|---|---|
| floorplan | - | 9.89 |
| global placement | 30.3 | 9.21 |
| detailed placement | 30.3 | 9.18 |
| CTS | 30.9 | 9.44 |
| global route | 30.9 | 9.20 |
| finish | 30.9 | 9.46 |
[cells by family after synthesis]
| logic type | synth area share [%] |
|---|---|
| simple gates | 16.0 |
| compound gates | 16.8 |
| xor+xnor | 15.0 |
| fa+ha+maj | 15.5 |
| flops | 33.0 |
| buf+inv | 3.09 |
| mux | 0.634 |
[routing by layer]
layer,GRT usage [%],share of wire [%]
met5,0,0
met4,1.06,1.3
met3,2.02,6.9
met2,11.8,50
met1,8.06,42
[cell type report]
type / instances / area, um2
multi-input cells: 139 / 1010
fillers: 760 / 4980
clock buffers: 4 / 45.0
repair buffers: 49 / 490
inverters: 11 / 41.3
flip-flops and latches: 18 / 520
well taps: 99 / 124
No activity file was given, so power comes from the tool's default toggle rates.

**flow/design.v**
```verilog
module multipliers (Clock, CDB, resv_out1, resv_out2, OP);
  input wire Clock;                         
  input wire [15:0] resv_out1, resv_out2;   
  input wire OP;                  
  output reg [15:0] CDB;                   
  reg [2:0]latencia;
  initial begin
    latencia = 3'b000;
  end
  always @(posedge Clock) begin
    latencia = latencia + 1'b1;
    case (OP)
      1'b0:
        if(latencia == 3'b011)begin
          CDB <= resv_out1 * resv_out2;  
          latencia = 3'b000;
        end
      1'b1:
        if(latencia == 3'b100)begin
          CDB <= resv_out1 / resv_out2;  
          latencia = 3'b000;
        end
    endcase
  end  
endmodule
```
**flow/run.sh**
```bash
#!/bin/bash
# OpenROAD 26Q1-2900-gdf79404cd8, Yosys 0.63+post, stock flow scripts
make -C /OpenROAD-flow-scripts/flow DESIGN_CONFIG=/design/flow/config.mk WORK_HOME=/design/flow/orfs finish
```
**flow/config.mk**
```make
export PLATFORM = sky130hd
export DESIGN_NAME = multipliers
export DESIGN_NICKNAME = multipliers
export VERILOG_FILES = /design/flow/design.v
export SDC_FILE = /design/flow/constraint.sdc
export NUM_CORES = 4
export LEC_CHECK = 1
export CORE_UTILIZATION = 50
```
**flow/constraint.sdc**
```tcl
current_design multipliers

set clk_period 50.6
set clk_io_pct 0.2

create_clock -name clk0 -period $clk_period [get_ports {Clock}]

set non_clock_inputs [all_inputs -no_clocks]
set_input_delay [expr $clk_period * $clk_io_pct] -clock clk0 $non_clock_inputs
set_output_delay [expr $clk_period * $clk_io_pct] -clock clk0 [all_outputs]
```
==> notes.md <==
yosys + openroad results -> slowest stage cell, crit path=clkdlybuf4s50_1, Crit. End Element=flip-flop, post-DR wirelength/cell=19.07 µm, Post-Synth AOI/OAI Area=0.2075, status=finished, final reports clean, Power Density=roughly 31 nW/µm², Synthesis Warnings=1, gpl congestion=0.9756, clk buf depth=2, Clock power frac=0.043, Slew Limit Fails=0, number of max-cap violations=0, fin crit period=~40 ns, die area=roughly 23000 µm², TNS Setup=0 ns, Final Setup Violations=0, flop2flop setup slack=approximately 49 ns, setup slack after placement=roughly 10 ns, combinational power share=0.876, Area leader share=0.2117, yosys cell count=about 1500, FFs w/ async S/R, synth=0, hold wc startpoint=latencia[0], GRT Total Usage=0.3034, PnR worst setup slack=around 10 ns, Synth Flop Type=edfxtp_1, routed vias/inst=5.843, fin crit share=0.8013, crit path launch=resv_out2[6], die height=about 150 µm, H-tree depth=1, switch share=0.4942, final hold violations=0, first-pass GRT wire length=between 50000 and 60000 µm, RSZ-0062 raised after global routing=false, Synth cell types=roughly 82, Log Warnings=32, Synth top cells by count=193 x ha_1, 158 x nand2_1, 152 x inv_1, Top logic family=adder cells, leading area contributor after synthesis=ha_1, syn avg cell area=7.839 µm², n_diodes=0, CTS Buf Count=3, share of layout cells above drive strength 1=0.07249, Worst-path clk slew=0.05 ns, Initial DRC Count=slightly above 600, skew final=roughly 0.0012 ns, Worst Path Buf+Inv=5, Sw Pwr=189.6 µW, Post-Synth XOR/XNOR Area=0.09291, synthesis-to-finish area growth=7.569%, Max FO, Critical Path=22, Routed WL=33490 µm, CP startpoint kind=input pin, DRC Markers=0, FF-to-FF Start=latencia[0], Core ar.=approximately 22000 µm², largest net degree at the start of global routing=32, top cells, area=ha_1 21%, fa_1 14%, xnor2_1 6.1%, worst endpoint required time=around 50 ns, Core Util, Final=0.5553, yosys synthesis chip area=between 10000 and 15000 µm², CP delay by family, top=AND-OR/OR-AND gates, FP Rows=~54, clk root buf=clkbuf_16, vias in the first global route=approximately 10000, CTS sink count=19, placed cell count=around 1800, Slew @ Worst Pin=~0.84 ns, post_cts resized=0, WHS=between 0.4 and 0.5 ns, CTS tree=built, Setup Crit Path Kind=in2reg, register share after synthesis=0.04739, Critical Path Most Common Cell=ha_1, Seq pwr share=0.081, most numerous cell in the Yosys netlist=ha_1, # IOs=around 50, adder share=0.3521, Pleak=about 5.7 nW, Max Clk Rate=~0.025 GHz, Routed Antenna Nets=0, die width=~150 µm, dpl hpwl=approximately 27000 µm, Crit path largest cell delay=between 0.7 and 0.8 ns, FP Util=0.5163, Synth flops=19, Hold-fix buffers, CTS=0, Port Buf Inserts=approximately 50, FILL cells=about 2100, Post-Syn Instances=about 1500, Peak VDD IR=0.04188 mV, Vias=~10000, Post-CTS Setup Bufs=0, internal power=about 190 µW, Overflow after GRT=0, Latency at later pin=0.25 ns, Final Non-Filler Cells=1756, Post-Synth Simple-Gate Area=0.1887, Worst Hold Class=reg2reg, initial antenna violation count=0, Rel. slew slack=0.4349, DRT Pass-1 Iters=19, synthesized area=roughly 11000 µm², area fraction in mux cells=0.04278, Post-synth EDFFs=16, crit path DAT=a little over 40 ns
-- placed cells by master, fill, tap and decap left out, drive strengths merged, types with 18 or more instances in the layout --
cell	count
inv	153
o21ai	47
clkdlybuf4s50	49
mux2	30
nand3	22
fa	80
a21oi	94
xor2	42
o21a	34
ha	193
nor3	32
and2	26
a31oi	18
nand2	158
o211ai	20
buf	18
a21o	37
xnor2	79
nor2	139
-- cells by family (layout without fill, tap and decap cells) --
kind of cell | count (synthesis) | in the layout
compound gates | 340 | 340
xor+xnor | 121 | 121
fa+ha+maj | 273 | 273
buf+inv | 203 | 224
flops | 19 | 19
mux | 45 | 45
simple gates | 454 | 454
-- flip-flops by register name (all words and copies together) (netlist names) --
signal and cells:
latencia 3, CDB 16
-- stage by stage --
step / power [mW] / instance area (µm²)
after floorplan: 0.2887 / 11410
after global placement: 0.3690 / 12190
after detailed placement: 0.3685 / 12190
after CTS: 0.3877 / 12270
after global routing: 0.4348 / 12270
final: 0.3837 / 12270
-- power by group through the flow --
stage | clock (mW) | combinational [mW] | sequential [mW]
4_1_cts | 0.0171 | 0.339 | 0.0313
5_1_grt | 0.0177 | 0.385 | 0.0319
6_report | 0.0163 | 0.336 | 0.0312
-- layout make-up --
cell class / instances / area [µm²] / area share
Clock buffer: 3 / 75.07 / 0.006119
Timing Repair Buffer: 67 / 625.6 / 0.05099
Inverter: 153 / 574.3 / 0.04681
Clock inverter: 1 / 5.005 / 0.0004079
Sequential cell: 19 / 540.5 / 0.04405
Tap cell: 280 / 350.3 / 0.02855
Multi-Input combinational cell: 1233 / 10100 / 0.8231
-- routing by layer --
metal / vias to the layer above / GRT usage / routed length [µm]
li1: 5118 / - / -
met1: 4820 / 0.4625 / 16070
met2: 282 / 0.4588 / 14430
met3: 41 / 0.06355 / 2410
met4: 0 / 0.04570 / 582
met5: - / 0 / 0
-- path summary, 6_finish.rpt --
path / end / cells past startpoint
min: latencia[0] / 1
max: CDB[0] / 114
max reg2reg: CDB[14] / 5
min reg2reg: latencia[0] / 1
Power and IR drop assume default switching activity.

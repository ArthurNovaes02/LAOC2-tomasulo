--- design/flow/design.v ---
module counter (reset, clock, Q);
	input wire reset, clock;
	output reg [3:0] Q;
	always @(posedge clock)
		if (reset)
			Q <= 'b0;
		else
			Q <= Q + 'b1;
endmodule
--- design/flow/constraint.sdc ---
current_design counter

set clk_period 1.5
set clk_io_pct 0.2

create_clock -name clk0 -period $clk_period [get_ports {clock}]

set non_clock_inputs [all_inputs -no_clocks]
set_input_delay [expr $clk_period * $clk_io_pct] -clock clk0 $non_clock_inputs
set_output_delay [expr $clk_period * $clk_io_pct] -clock clk0 [all_outputs]
--- design/flow/config.mk ---
export PLATFORM = sky130hd
export DESIGN_NAME = counter
export DESIGN_NICKNAME = counter
export VERILOG_FILES = /design/flow/design.v
export SDC_FILE = /design/flow/constraint.sdc
export NUM_CORES = 4
export LEC_CHECK = 1
export CORE_AREA = 10 10 70 70
export DIE_AREA = 0 0 80 80
--- design/flow/run.sh ---
#!/bin/bash
# OpenROAD 26Q1-2900-gdf79404cd8, Yosys 0.63+post, stock flow scripts
make -C /OpenROAD-flow-scripts/flow DESIGN_CONFIG=/design/flow/config.mk WORK_HOME=/design/flow/orfs finish
==> run summary <==
Outcome - finished, final reports clean
# clock sinks - 4
Achievable Freq - 725 MHz
Yosys cell count - 13
Flop2flop setup slack - 0.62 ns
Flip-flop count of the largest register after layout - 4
Compound-Gate Fraction of Synth Area - 0%
Total global-route track usage - 1.39%
Seq share, synth - 55.2%
Final Slew Violations - 0
Routability Congestion - 0.689
Delay-heaviest family, CP - buffers and inverters
Syn Inst Count - 13
Fill cells - 406
CTS buffer count - 3
And+or+nand+nor area frac - 19.8%
CP required - 1.20 ns
Synth cell types - 7
Tcrit/Tclk final - 92.0%
CTS tree - done
Cell depth of the worst hold path - 1
CTS root buf - clkbuf_4
Synth Cell Area - 145 µm²
RR Endpoint - Q[3]$_SDFF_PP0_
Top cells excl fill/tap - 5 x clkdlybuf4s50_1, 4 x dfxtp_1, 3 x nor2_1, 3 x clkbuf_4, 2 x nor2b_1
Synth warnings - 1
Initial core utilization - 4.25%
Synth Area per Inst - 11.2 µm²
Clock Tree Buf Depth - 2
Layout cell share with drive strength beyond 1 - 19.0%
Post-Place Setup Slack - 0.197 ns
Die width - 80 µm
Total Wirelength - 367 µm
N_diodes - 0
Drc violations - 0
Critical path arrival - 1.08 ns
# rows - 21
Power Dens Cells - 1000 nW/µm²
CP endpoint kind - output port
Xor+xnor area frac - 6.03%
Largest net degree at the start of global routing - 6
Worst Setup Start Kind - register
Max Cap Viol - 0
Final hold violations - 0
Max IR drop VDD - 169 µV
Post-CTS setup buffers - 0
Crit-path slowest cell - clkdlybuf4s50_1
GRT overflow - 0
DIE HEIGHT - 80 µm
Largest Register - Q
Die area - 6400 µm²
Number of vias per cell - 1.69
Yosys adder share - 8.62%
Initial antenna violation count - 0
Min Tclk post-route - 1.38 ns
Hold endpoint - Q[0]$_SDFF_PP0_
Register-to-Register Path Depth - 2
Leak - 0.0000956 µW
Routed Antenna Nets - 0
Post-CTS Hold Buffers - 0
PortBufs - 5
DR pass1 iterations - 1
Main kind of combinational logic by area - simple AND/OR/NAND/NOR gates
Area share, top type - 55.2%
Area Overhead vs Synth - 89.7%
Initial DRC count - 0
Tally of OpenROAD warnings - 25
Clock skew - 0.00571 ns
Crit Path Max Fanout - 4
Chip Area, Yosys - 145 µm²
First-pass GRT wire length - 586 µm
Mux cell area share - 10.3%
Biggest regs - Q (4)
Core Area - 3420 µm²
I/O Pins - 6
Vias - 113
Slowest stage delay, CP - 0.49 ns
Clock latency at the later pin of the worst-skew pair - 0.23 ns
Bufs and invs on worst path - 1
RSZ-0062 raised after global routing - false
Kind of critical path - reg -> out
Final setup vio count - 0
Cell area leaders - dfxtp_1 55%, mux2_4 10%, ha_1 8.6%
Final worst setup slack - 0.120 ns
Drt wl/cell - 5.48 µm
Number of global-route vias before repair - 129
Post_cts resized - 0
Min Hold Slack - 0.468 ns
Reg-to-Reg Start - Q[2]$_SDFF_PP0_
Slew headroom - 87.5%
Worst hold path type - reg -> reg
Worst hold start - Q[0]$_SDFF_PP0_
Crit-path cells - clkdlybuf4s50_1
Final setup TNS - 0 ns
Clock slew at reported path FFs - 0.03 ns
Worst-margin pin slew - 0.187 ns
Yosys reg bits - 4
H-tree depth - 1
Yosys top cell by area - dfxtp_1
Dominant logic cell type in the layout - clkdlybuf4s50_1
[cells by family (layout without fill, tap and decap cells)]
logic type,after synthesis,count (layout)
AND/OR/NAND/NOR,6,6
flip-flops,4,4
adder cells (fa/ha/maj),1,1
XOR/XNOR,1,1
multiplexers,1,1
buffers and inverters,0,8
[synth_stat cells]
library cell and number:
mux2_4 1, nand3_1 1, xnor2_1 1, nor2b_1 2
ha_1 1, nor2_1 3, dfxtp_1 4
[stage by stage]
stage	cells	utilization, %	instance area [µm²]	total power, µW
finish	67	8.06	275	276
global route	67	8.06	275	300
CTS	67	8.06	275	286
detailed placement	64	7.40	253	149
global placement	64	7.40	253	148
floorplan	13	-	145	128
[report_power, final]
part           switching, µW  leakage (µW)  internal (µW)
logic                   7.17     0.0000489           19.2
clock network           40.6     0.0000138           89.2
registers               5.98     0.0000329            114
[metal layers]
metal / vias to the layer above / global-route usage [%] / share of wire, %
met1: 45 / 1.20 / 40
met3: 0 / 2.61 / 30
met2: 8 / 1.36 / 29
met5: - / 0 / 0
met4: 0 / 0.352 / 0
li1: 60 / - / -
[worst max-delay path by stage]
stage | end | depth (start not counted) | from
after CTS | Q[1] | 1 | Q[1]$_SDFF_PP0_
final | Q[0] | 1 | Q[0]$_SDFF_PP0_
after global routing | Q[2] | 1 | Q[2]$_SDFF_PP0_
[cell type report]
class                      instances  area [µm²]  area share [%]
tap                               46        57.6            20.9
multi-input combinational          9        65.1            23.6
sequential                         4        80.1            29.1
clock buffer                       3        22.5            8.18
timing repair buffer               5        50.0            18.2
Power and IR drop assume default switching activity.
